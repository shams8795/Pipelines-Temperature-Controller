## design/flow/config.mk

```make
export PLATFORM = sky130hd
export DESIGN_NAME = PipeTemp
export DESIGN_NICKNAME = PipeTemp
export VERILOG_FILES = /design/flow/design.v
export SDC_FILE = /design/flow/constraint.sdc
export NUM_CORES = 4
export LEC_CHECK = 1
export CORE_AREA = 10 10 70 70
export DIE_AREA = 0 0 80 80
```

## design/flow/constraint.sdc

```tcl
current_design PipeTemp

set clk_period 1.0
set clk_io_pct 0.2

create_clock -name clk0 -period $clk_period [get_ports {clk}]

set non_clock_inputs [all_inputs -no_clocks]
set_input_delay [expr $clk_period * $clk_io_pct] -clock clk0 $non_clock_inputs
set_output_delay [expr $clk_period * $clk_io_pct] -clock clk0 [all_outputs]
```

## design/flow/design.v

```verilog
module PipeTemp (
input clk , reset ,
input [7:0] adc_out,
output reg alarm , shutdown 
);
localparam normal_state = 2'b00 ,
           alarm_state = 2'b01,
           shutdown_state = 2'b11;
reg [1:0] current_state , next_state ;
always @(posedge clk or negedge reset) begin 
    if (!reset) begin 
        current_state <= normal_state; end 
    else begin
        current_state <= next_state; 
    end 
end
always @ (*) begin
    case (current_state) 
        normal_state: begin if (adc_out == 8'd255) 
                        next_state = shutdown_state;
                    else if (adc_out >= 8'd192)
                        next_state = alarm_state;
                    else next_state = current_state; end    
        alarm_state: begin if (adc_out == 8'd255) 
                        next_state = shutdown_state;
                    else if (adc_out < 8'd192)
                        next_state = normal_state;
                    else next_state = current_state; end
        shutdown_state: begin if (adc_out < 8'd192)
                        next_state = normal_state;
                    else if (adc_out < 8'd255)
                        next_state = alarm_state;
                    else next_state = current_state;  end
    endcase 
end
always @(*) begin
    case (current_state)
        normal_state: begin alarm = 1'b0 ; shutdown = 1'b0; end 
        alarm_state: begin alarm = 1'b1 ; shutdown = 1'b0; end 
        shutdown_state: begin alarm = 1'b0 ; shutdown = 1'b1; end 
        default: begin alarm = 1'b0 ; shutdown = 1'b0; end 
    endcase
end
endmodule 
```

## design/flow/run.sh

```bash
#!/bin/bash
# OpenROAD 26Q1-2900-gdf79404cd8, Yosys 0.63+post, stock flow scripts
make -C /OpenROAD-flow-scripts/flow DESIGN_CONFIG=/design/flow/config.mk WORK_HOME=/design/flow/orfs finish
```

==> notes.md <==
impl run done, here's what came out: status=complete, but fails checks, violated checks=setup timing, DP Cell Count=70, Final Max Slew Viols=0, GP Congestion=0.730, RSZ-0062 raised after global routing=yes, register pins left without a clock=2, fin crit share=1.09, vias in the first global route=160, kind of critical path=reg2out, Leakage Power=0.148 nW, Die Y=80 um, Die X=80 um, final wirelength=522 um, CTS H-tree lvls=1, floorplan row count=21, largest net degree at the start of global routing=4, Clock Path Buffers=2, ys cells=12, Crit. End Element=output port, grt ovf=0, number of diodes=0, fin cells=76, placed standard-cell area=320 um2, Min-Delay Path Class=in2async, initial antenna violation count=0, Top-area cell share=0.345, Final Setup Violations=2, DR WL/cell=6.87 um, CTS tree=built, most common logic cells in the final layout=clkdlybuf4s50_1, buf_4, clkbuf_4, first-pass GRT wire length=752 um, maximum VDD drop=0.234 mV, Log Warnings=27, P per Cell Area=842 nW/um2, critical path arrival=890 ps, Critical Path Fanout Max=3, Mapped Cells=12, area reported by Yosys stat=145 um2, DR vias/cell=2.01, DR DRC count=0, final instance area=355 um2, min setup slack post-route=-94.0 ps, total CTS buffers=3, Fin Hold WS=147 ps, critical path capture point=alarm, worst relative slew slack=0.929, Total Routing Usage GR=0.0169, vias=153, final hold viol count=0, Max Clk Rate=914 MHz, first-pass iteration count of the detailed router=2, hold-fix buffers at CTS=0, Max Cap Viol=0, core area=3420 um2, area of the mapped netlist=145 um2, Die ar.=6400 um2, I/O pin total=12, leading area contributor after synthesis=dfrtp_1, number of unconstrained endpoints=4, clk root buf=clkbuf_4, synth warn=1, crit start category=register, CP Launch Point=current_state[0]$_DFF_PN0_, Top cell excl fill/tap=clkdlybuf4s50_1, Iteration-0 DRC Markers=1, area growth from synthesis to layout=145%, antenna-violating nets left=0, top cells, area=dfrtp_1, dlxtn_1, o2bb2ai_2, Slew @ Worst Pin=106 ps, Critical Path RT=800 ps, Cell variety after synth=9, Clk pin slew, worst setup/hold paths=30 ps, FF+latch count, synth=4, share of layout cells above drive strength 1=0.433, setup slack at placement=-250 ps, syn avg cell area=12.1 um2, Final min period=1090 ps, Buffers on Ports=11, fp util=0.0425
==> worst min path at each step <==
stage,end,slack (ps),cells after the start
CTS,current_state[0]$_DFF_PN0_,140,1
global route,current_state[1]$_DFF_PN0_,140,1
finish,current_state[0]$_DFF_PN0_,150,1
==> report_power, final <==
part            total, W  switching (W)  internal (W)  leakage [nW]
sequential     0.0000822   0.0000000107     0.0000822        0.0423
clock           0.000175      0.0000432      0.000132        0.0138
combinational  0.0000418     0.00000958     0.0000322        0.0922
==> per-stage QoR <==
stage,power [W],TNS (ps),utilization
after floorplan,0.0000871,0,-
after global placement,0.000124,-408,0.0938
after detailed placement,0.000125,-431,0.0938
after CTS,0.000314,-209,0.0996
after global routing,0.000332,-279,0.104
final,0.000299,-180,0.104
==> worst max-delay path, cell delays in order (launching register included) <==
cell and delay [ps]:
dfrtp_1 370, and2b_2 190, buf_2 120
==> cell usage after synthesis (all sizes together) <==
library cell / instances
and2: 1
o2bb2ai: 1
dlxtn: 2
and2b: 1
nand2: 1
nor2b: 1
inv: 1
nand4: 2
dfrtp: 2
==> routing by layer <==
| metal | wire length, um | part of all wire | track usage |
|---|---|---|---|
| met5 | 0 | 0 | 0 |
| met4 | 0 | 0 | 0.00528 |
| met3 | 70 | 0.13 | 0.0182 |
| met2 | 169 | 0.32 | 0.0152 |
| met1 | 281 | 0.54 | 0.0233 |
==> final cells by class <==
| type | instances | area [um2] |
|---|---|---|
| Fill cell | 416 | 3060 |
| Timing Repair Buffer | 15 | 130 |
| Sequential cell | 4 | 80.1 |
| Multi-Input combinational cell | 7 | 61.3 |
| Tap cell | 46 | 57.6 |
| Clock buffer | 3 | 22.5 |
| Inverter | 1 | 3.75 |
==> logic make-up after synthesis <==
| group | count (synthesis) | synth area share |
|---|---|---|
| buffers and inverters | 1 | 0.0258 |
| latches | 2 | 0.207 |
| flip-flops | 2 | 0.345 |
| AND-OR/OR-AND | 1 | 0.103 |
| AND/OR/NAND/NOR | 6 | 0.319 |
==> sequential cells by signal, indices dropped and copies added (netlist names) <==
register / count
current_state: 2
next_state: 2
==> timing repair <==
action	in CTS	in global routing
cloned	0	0
setup endpoints to repair	2	2
resized	8	0
buffers inserted	1	2
pin swaps	0	0
Power and IR drop assume default switching activity.
